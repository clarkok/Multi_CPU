==> ./design.v <==
module Register_File(input clk,
    input [4:0] io_addra,
    output[31:0] io_douta,
    input [4:0] io_addrb,
    output[31:0] io_doutb,
    input [4:0] io_wtaddr,
    input [31:0] io_wtdata,
    input  io_we
);
  wire[31:0] T0;
  reg [31:0] rf [31:0];
  wire[31:0] T1;
  wire T2;
  wire T3;
  wire[31:0] T4;
  assign io_doutb = T0;
  assign T0 = rf[io_addrb];
  assign T2 = io_we & T3;
  assign T3 = io_wtaddr != 5'h0;
  assign io_douta = T4;
  assign T4 = rf[io_addra];
  always @(posedge clk) begin
    if (T2)
      rf[io_wtaddr] <= io_wtdata;
  end
endmodule
==> ./run.sh <==
#!/bin/bash
# OpenROAD 26Q1-2900-gdf79404cd8, Yosys 0.63+post, stock flow scripts
make -C /OpenROAD-flow-scripts/flow DESIGN_CONFIG=/design/flow/config.mk WORK_HOME=/design/flow/orfs finish
==> ./config.mk <==
export PLATFORM = sky130hd
export DESIGN_NAME = Register_File
export DESIGN_NICKNAME = Register_File
export VERILOG_FILES = /design/flow/design.v
export SDC_FILE = /design/flow/constraint.sdc
export NUM_CORES = 4
export LEC_CHECK = 1
export CORE_UTILIZATION = 30
==> ./constraint.sdc <==
current_design Register_File

set clk_period 6.0
set clk_io_pct 0.2

create_clock -name clk0 -period $clk_period [get_ports {clk}]

set non_clock_inputs [all_inputs -no_clocks]
set_input_delay [expr $clk_period * $clk_io_pct] -clock clk0 $non_clock_inputs
set_output_delay [expr $clk_period * $clk_io_pct] -clock clk0 [all_outputs]
==> ci_impl_report.md <==
### Metrics collected by this job

| Metric | Value |
|---|---|
| DRC violation count after routing | `0` |
| Endpoint required time on the critical path | `4.80 ns` |
| Proportion of synthesized chip area in sequential cells | `63.1%` |
| CP max stage delay | `0.67 ns` |
| Post-route core utilization | `35.1%` |
| Max-cap violations | `0` |
| Number of cells in the finished layout apart from fillers | `5796` |
| Die outline height | `405 um` |
| TritonCTS buffer count | `104` |
| Num ports | `113` |
| Fillcell total | `15100` |
| Post-CTS Setup Bufs | `0` |
| Setup violations, final | `0` |
| Final Routed Wirelength | `154000 um` |
| Global-route wire length before repair | `220000 um` |
| Crit-path slowest cell | `and2_4` |
| Total of buffers placed on input and output ports | `112` |
| Final count of hold timing violations | `0` |
| Slew at the pin closest to its max-slew limit | `0.901 ns` |
| Worst EP arrival | `4.19 ns` |
| Mean instance size in the synthesized netlist | `14.4 um2` |
| Layout cell share with drive strength beyond 1 | `10.1%` |
| Total clock sinks | `1024` |
| Hold slack | `1.31 ns` |
| Initial antenna violation count | `13` |
| Yosys-reported design area after synthesis | `48800 um2` |
| Synth Cell Area | `48800 um2` |
| Sequence of cells on the critical path | `clkdlybuf4s50_1 > and2_4 > buf_4 > a22o_1 > nor3_1 > a31oi_1 > nand3_1 > clkdlybuf4s50_1` |
| Core ar. | `161000 um2` |
| Via density per instance | `5.35` |
| Width of the chip | `405 um` |
| Average wire per standard cell | `26.6 um` |
| Highest net fanout along the worst path | `36` |
| Cell variety after synth | `24` |
| Init Core Util | `30.3%` |
| Detailed placer's ending HPWL | `87400 um` |
| Period utilization | `89.8%` |
| Placed Instances | `5602` |
| Number of nets with antenna violations after routing | `0` |
| Routed vias | `31000` |
| Buf/Inv on CP | `3` |
| Largest registers ranked by flip-flop count | `rf (1024)` |
| Resized cells post-CTS | `0` |
| Peak supply drop | `0.249 mV` |
| Max-slew headroom | `39.7%` |
| Number of placement rows | `147` |
| Buffers from clock root to sink, at most | `3` |
| Result of the run | `completed` |
| # hold bufs at CTS | `0` |
| OpenROAD warnings | `26` |
| Final GP Congestion | `0.871` |
| Min cycle time layout | `5.39 ns` |
| Warning count from the yosys run | `1` |
| Max Slew Vio Count | `0` |
| Synth Register Bits | `1024` |
| Vias in the first global route | `31800` |
| Aggregate negative setup slack | `0 ns` |
| Peak clock frequency supported by timing | `186 MHz` |
| Top register by number of flip-flops | `rf` |
| Overall chip area | `164000 um2` |
| Clock transition at the register clock pins on the worst setup and hold paths after CTS | `0.06 ns` |
| 1st-pass router iterations | `5` |
| CTS root buf | `clkbuf_16` |
| Number of flip-flops in the largest register | `1024` |
| Tightest Hold Check Type | `input port to flop` |
| Crit Path Category | `input port to primary output` |
| Yosys Instances | `3386` |
| CTS HTree Levels | `3` |
| Area Growth Syn to Fin | `16.0%` |
| Gate Count Post-Synth | `3386` |
| Static leakage | `20.5 nW` |
| Pin count of the biggest net entering global routing | `75` |
| Number of DRC violations after detailed-routing iteration 0 | `2176` |
| Kind of cell adding the most delay to the critical path | `buffers and inverters` |
| CP endpoint kind | `primary output` |
| PD cells | `280 nW/um2` |
| Setup repair after global routing missed its margin | `false` |
| Remaining Overflow, GRT | `0` |
| Overall routing resource usage | `19.7%` |
| Critical path startpoint category | `input port` |
| CTS tree | `built` |
| CP dominant cell by count | `clkdlybuf4s50_1` |
==> per-layer routing <==
layer	vias up	part of all wire (%)	global-route usage [%]
li1	13700	-	-
met1	15200	36	24.2
met2	1765	45	29.3
met3	297	15	12.8
met4	20	2.9	4.80
met5	-	0.12	0.773
==> synth_stat cells (all sizes together) <==
cell / instances / area, um2
or2: 2 / 12.5
mux2i: 1024 / 10200
nand3: 194 / 971
a21oi: 192 / 961
or3b: 3 / 26.3
buf: 167 / 1200
nor2b: 4 / 25.0
a31oi: 64 / 400
or3: 1 / 6.26
a22oi: 192 / 1440
nand3b: 5 / 37.5
nor3: 64 / 320
clkbuf: 86 / 338
nand2: 195 / 732
edfxtp: 1024 / 30700
conb: 1 / 3.75
a22o: 128 / 1120
nand2b: 4 / 25.0
nor2: 34 / 128
and2: 2 / 12.5
==> logic make-up after synthesis <==
family / synth area share [%]
other: 0.00769
multiplexers: 21.0
AND-OR/OR-AND: 8.05
flip-flops: 63.1
buffers and inverters: 3.15
AND/OR/NAND/NOR: 4.71
==> cell usage in the layout, fill, tap and decap left out, drive strengths merged, types with 9 or more instances in the layout <==
cell           netlist  routed
nor2                34      34
nand3              194     194
conb                 1      32
a21oi              192     192
buf                167     168
clkdlybuf4s50        0     110
clkbuf              86     123
mux2i             1024    1024
clkinv               0      50
bufinv               0       9
a22oi              192     192
nand2              195     195
a31oi               64      64
a22o               128     128
edfxtp            1024    1024
nor3                64      64
==> report_power, final <==
group | internal, mW | leakage, nW | switching (mW)
sequential | 7.98 | 9.25 | 0.0402
clock | 3.57 | 1.61 | 2.74
combinational | 0.597 | 9.68 | 0.931
total | 12.1 | 20.5 | 3.71
==> metrics by stage <==
step,instance area [um2],power [mW],setup slack (ns)
floorplan,48900,9.00,2.38
global placement,53300,9.68,0.686
detailed placement,53300,9.69,0.663
CTS,56500,15.9,0.666
global route,56600,16.3,0.541
finish,56600,15.9,0.613
==> path summary, 6_finish.rpt <==
kind,startpoint,to,slack (ns),cells past startpoint
setup / recovery,io_addrb[0],io_doutb[11],0.61,8
hold / removal,io_wtdata[17],rf[31][17]$_DFFE_PP_,1.31,2
==> final cells by class <==
type / instances / area, um2 / area share, %
antenna: 5 / 12.5 / 0.0221
clock buffer: 123 / 2670 / 4.73
clock inverter: 66 / 596 / 1.05
multi-input combinational: 2140 / 16900 / 29.9
sequential: 1024 / 30700 / 54.4
tap: 2160 / 2700 / 4.78
timing repair buffer: 278 / 2940 / 5.20
Power figures rest on the tool's default switching activity, not on a simulated workload.
