==> design.v <==
module ALU(
    input [2:0] io_alu_op,
    input [31:0] io_in_a,
    input [31:0] io_in_b,
    output[31:0] io_out,
    output io_zero
);
  wire T0;
  wire T1;
  wire[31:0] T2;
  wire[31:0] T3;
  wire[31:0] T4;
  wire[31:0] T5;
  wire[31:0] T6;
  wire[31:0] T7;
  wire[31:0] T8;
  wire[31:0] T9;
  wire[31:0] T36;
  wire T10;
  wire T11;
  wire T12;
  wire[31:0] T13;
  wire[31:0] T14;
  wire T15;
  wire[31:0] T16;
  wire[31:0] T17;
  wire[4:0] T18;
  wire T19;
  wire[31:0] T20;
  wire[31:0] T21;
  wire[31:0] T22;
  wire T23;
  wire[31:0] T24;
  wire[31:0] T25;
  wire T26;
  wire[31:0] T27;
  wire[31:0] T28;
  wire T29;
  wire[31:0] T30;
  wire[31:0] T31;
  wire T32;
  wire[31:0] T33;
  wire[31:0] T34;
  wire T35;
  assign io_zero = T0;
  assign T0 = T1 ^ 1'h1;
  assign T1 = io_out != 32'h0;
  assign io_out = T2;
  assign T2 = T35 ? T33 : T3;
  assign T3 = T32 ? T30 : T4;
  assign T4 = T29 ? T27 : T5;
  assign T5 = T26 ? T24 : T6;
  assign T6 = T23 ? T20 : T7;
  assign T7 = T19 ? T16 : T8;
  assign T8 = T15 ? T13 : T9;
  assign T9 = T12 ? T36 : 32'h0;
  assign T36 = {31'h0, T10};
  assign T10 = T11;
  assign T11 = io_in_a < io_in_b;
  assign T12 = io_alu_op == 3'h7;
  assign T13 = T14;
  assign T14 = io_in_a - io_in_b;
  assign T15 = io_alu_op == 3'h6;
  assign T16 = T17;
  assign T17 = io_in_a >> T18;
  assign T18 = io_in_b[3'h4:1'h0];
  assign T19 = io_alu_op == 3'h5;
  assign T20 = T21;
  assign T21 = ~ T22;
  assign T22 = io_in_a | io_in_b;
  assign T23 = io_alu_op == 3'h4;
  assign T24 = T25;
  assign T25 = io_in_a ^ io_in_b;
  assign T26 = io_alu_op == 3'h3;
  assign T27 = T28;
  assign T28 = io_in_a + io_in_b;
  assign T29 = io_alu_op == 3'h2;
  assign T30 = T31;
  assign T31 = io_in_a | io_in_b;
  assign T32 = io_alu_op == 3'h1;
  assign T33 = T34;
  assign T34 = io_in_a & io_in_b;
  assign T35 = io_alu_op == 3'h0;
endmodule
==> run.sh <==
#!/bin/bash
# OpenROAD 26Q1-2900-gdf79404cd8, Yosys 0.63+post, stock flow scripts
make -C /OpenROAD-flow-scripts/flow DESIGN_CONFIG=/design/flow/config.mk WORK_HOME=/design/flow/orfs finish
==> config.mk <==
export PLATFORM = sky130hd
export DESIGN_NAME = ALU
export DESIGN_NICKNAME = ALU
export VERILOG_FILES = /design/flow/design.v
export SDC_FILE = /design/flow/constraint.sdc
export NUM_CORES = 4
export LEC_CHECK = 1
export CORE_UTILIZATION = 40
==> constraint.sdc <==
current_design ALU

set clk_period 22.6
set clk_io_pct 0.2

create_clock -name clk0 -period $clk_period

set non_clock_inputs [all_inputs -no_clocks]
set_input_delay [expr $clk_period * $clk_io_pct] -clock clk0 $non_clock_inputs
set_output_delay [expr $clk_period * $clk_io_pct] -clock clk0 [all_outputs]
==> flow_summary.yaml <==
# physical design summary
route:
  finalWirelength_mm: 40.4
  drtPass1Iterations: 5
  ant_nets: 0
  num_vias: 10200
  drtIter0Drc: 1120
  wire_per_inst_um: 26.2
  avgViaCountPerCell: 6.60
  drc_errors: 0
  antenna_cells: 0
global_route:
  grtUsageTotal_pct: 37.6
  grt_first_pass_wirelength_mm: 59.9
  use_met2_pct: 52.4
  gr-usage-met1_pct: 57.6
  met3_usage_pct: 9.73
  first_global_vias: 9343
  antenna_found_initial: 0
  gr-max-usage-layer: "met1"
  overflow: 0
  grt_max_degree: 59
sta:
  fin_ws_ns: 8.13
  finalSetupTns_ns: 0
  relSlewSlack_pct: 41.5
  finalMaxSlewViolations: 0
  min_period_ns: 14.47
  finalHoldViolations: 0
  rsz0062_at_grt: "no"
  setup_viol: 0
  worstMarginPinSlew_ns: 0.870
  fmaxAchievable_ghz: 0.0691
  period_used_pct: 64.0
yosys:
  ys_chip_area_sq_mm: 0.00841
  ys_seq_share_pct: 0
  yosys-stat-cells: 1241
  topCombFamilyByArea: "AND-OR/OR-AND gates"
  synthAoiAreaFrac_pct: 33.8
  syn_area_sq_mm: 0.00841
  ys_sh_xor_pct: 2.19
  simple_gate_area_share_pct: 23.3
  ys_sh_adder_pct: 14.8
  synth_area_per_cell_sq_um: 6.78
  yosys_warnings: 0
  synth.area.mux_share_pct: 16.5
  synth_cell_types: 85
  netlist_instances: 1241
place:
  io_buffers: 100
  preCtsSetupSlack_ns: 8.24
  hpwlAfterDp_mm: 31.9
  routabilityCongestion: 1.04
  dp.cells: 1542
worst_setup_path:
  critPathLaunchType: "primary input"
  path_class: "primary input to primary output"
  cp_max_fo: 34
  cpPeakStageDelay_ns: 0.82
  required_ns: 18.08
  path_cells: "buf_2 -> clkinv_1 -> ha_1 -> a21oi_1 -> nand4b_1 -> a21oi_1 -> o21a_1 -> o2111ai_1 -> and3_1 -> a211o_1 -> or3b_1 -> nor3_1 -> nand4_1 -> nor2_1 -> clkdlybuf4s50_1"
  end_kind: "primary output"
  cp_common_cell: "a21oi_1"
  slowest_stage: "clkinv_1"
  critPathArrivalTime_ns: 9.95
power_and_ir_drop:
  pwr-share-comb_pct: 100.0
  p_leak_uw: 0.00395
  swShare_pct: 60.5
  clkPwrFrac_pct: 0
  power_per_cell_area_mw_per_mm2: 27.4
  p_sw_uw: 157
  vdd_drop_max_mv: 0.0137
  power.internal_uw: 103
  pwr-share-seq_pct: 0
floorplan:
  core_area_sq_mm: 0.0204
  rows: 52
  fp.dieW_um: 147
  die_h_um: 147
  ios: 100
  fp_util_pct: 41.2
  die_area_sq_mm: 0.0216
min_path:
  hold_start: "io_alu_op[2]"
  hold_depth: 6
  hold_end: "io_out[10]"
  min_path_type: "primary input to primary output"
final_layout:
  lay_top_count: "nor2_1"
  layout_top_cells: "119 x nor2_1, 113 x nand2_1, 107 x a21oi_1"
  ff_latch_area_sq_um: 0
  ff_count: 0
  clock_buffers: 0
  area_delta_synth_final_pct: 12.8
  fin_cells: 1542
  drive_gt1_share_pct: 7.70
outcome:
  status: "finished clean"
clocking:
  cts.repair.resized: 0
  postCtsSetupBuffers: 0
  cts_hold_buf: 0
job:
  warning_count: 96
  max_cap_violations: 0
==> critical path: cells and delay by family <==
family                     cells  cell delay [ns]
buffers and inverters          3             1.89
AOI/OAI and AO/OA              5             1.56
and+or+nand+nor                6             1.37
adders and majority gates      1             0.60
==> per-layer routing <==
| metal | wire (um) | share of wire, % |
|---|---|---|
| met1 | 18000 | 45 |
| met2 | 16500 | 41 |
| met3 | 4550 | 11 |
| met4 | 1300 | 3.2 |
| met5 | 0 | 0 |
==> cell type report <==
cell class,instances,area (sq um)
Inverter,104,390
Fill cell,2132,10900
Tap cell,270,338
Timing Repair Buffer,122,1140
Multi-Input combinational cell,1046,7630
==> power by group through the flow <==
stage | sequential (uW) | clock (uW) | combinational, uW
finish | 0 | 0 | 260
global route | 0 | 0 | 277
CTS | 0 | 0 | 252
==> logic make-up after synthesis <==
logic type | count (synthesis)
AOI/OAI and AO/OA | 427
and+or+nand+nor | 406
buffers and inverters | 195
adders and majority gates | 98
muxes | 94
xor gates and xnor gates | 21
==> per-stage QoR <==
step	instance area (sq um)	hold slack (ns)	total power, uW	utilization (%)
floorplan	8410	9.28	157	-
global placement	9490	10.16	254	46.5
detailed placement	9490	10.14	251	46.5
CTS	9490	10.15	252	46.5
global route	9490	10.19	277	46.5
finish	9490	10.17	260	46.5
==> how the worst max path moves through the flow <==
stage          start       to  depth (start not counted)
6_report  io_in_b[1]  io_zero                         15
4_1_cts   io_in_b[1]  io_zero                         15
5_1_grt   io_in_b[1]  io_zero                         15
==> synthesized netlist by cell type (10+ instances only) <==
| library cell | number | share of area, % |
|---|---|---|
| a211o_1 | 10 | 1.0 |
| a211oi_1 | 30 | 2.7 |
| a21oi_1 | 107 | 6.4 |
| a31oi_1 | 17 | 1.3 |
| buf_2 | 22 | 1.3 |
| clkbuf_1 | 57 | 2.5 |
| ha_1 | 96 | 14 |
| inv_1 | 93 | 4.1 |
| mux2i_1 | 51 | 6.1 |
| mux4_2 | 32 | 8.6 |
| nand2_1 | 113 | 5.0 |
| nand2b_1 | 15 | 1.1 |
| nand3_1 | 24 | 1.4 |
| nor2_1 | 119 | 5.3 |
| nor2b_1 | 18 | 1.3 |
| nor3_1 | 36 | 2.1 |
| nor4_1 | 12 | 0.89 |
| o211ai_1 | 23 | 2.1 |
| o21ai_0 | 82 | 4.9 |
| o21ai_1 | 16 | 0.95 |
| or3_1 | 13 | 0.97 |
| xnor2_1 | 18 | 1.9 |
Power figures rest on the tool's default switching activity, not on a simulated workload.
